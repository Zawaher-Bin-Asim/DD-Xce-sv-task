$ cat flow/design.v
module noc (
    input   logic   clk,reset,
    input   logic   [12:0]packet,
    input   logic   pack_valid,
    input   logic   pack_gen_ready,
    output  logic   nocr_ready,
    output  logic   nocr_valid,
    output  logic   [7:0]data_buffer,reserve_buffer,response_buffer,control_buffer
);
logic   nocr1_en;
logic   nocr2_en;
logic   nocr3_en;
logic   nocr4_en;
logic   invalid_pack;
logic   nocr1;
logic   nocr2;
logic   nocr3;
logic   nocr4;
logic   valid_resp;
nocr_datapath DP(
    .clk(clk),.reset(reset),
    .packet(packet),
    .nocr1_en(nocr1_en),
    .nocr2_en(nocr2_en),
    .nocr3_en(nocr3_en),
    .nocr4_en(nocr4_en),
    .invalid_pack(invalid_pack),
    .nocr1(nocr1),
    .nocr2(nocr2),
    .nocr3(nocr3),
    .nocr4(nocr4),
    .valid_resp(valid_resp),
    .reserve_buffer(reserve_buffer),
    .data_buffer(data_buffer),
    .control_buffer(control_buffer),
    .response_buffer(response_buffer)
);
nocr_controller CT(
    .clk(clk),.reset(reset),
    .pack_valid(pack_valid),
    .pack_gen_ready(pack_gen_ready),
    .invalid_pack(invalid_pack),
    .nocr1(nocr1),
    .nocr2(nocr2),
    .nocr3(nocr3),
    .nocr4(nocr4),
    .valid_resp(valid_resp),
    .nocr1_en(nocr1_en),
    .nocr2_en(nocr2_en),
    .nocr3_en(nocr3_en),
    .nocr4_en(nocr4_en),
    .nocr_ready(nocr_ready),
    .nocr_valid(nocr_valid)
);
endmodule
typedef enum logic [2:0]{ 
    IDLE,
    DECODE,
    NOCR1,
    NOCR2,
    NOCR3,
    NOCR4,
    WAIT_READY
} nocr_states_e;
module nocr_controller (
    input   logic   clk,reset,
    input   logic   pack_valid,
    input   logic   pack_gen_ready,
    input   logic   invalid_pack,
    input   logic   nocr1,
    input   logic   nocr2,
    input   logic   nocr3,
    input   logic   nocr4,
    input   logic   valid_resp,
    output  logic   nocr1_en,
    output  logic   nocr2_en,
    output  logic   nocr3_en,
    output  logic   nocr4_en,
    output  logic   nocr_ready,
    output  logic   nocr_valid
);
nocr_states_e        c_state,n_state;
always_ff @(posedge clk or negedge reset)begin
    if (!reset)begin
        c_state <= IDLE;
    end
    else begin
        c_state <= n_state;
    end 
end
always_comb begin
    n_state = c_state;
    case (c_state)
        IDLE: begin
            if (pack_valid) begin
                n_state = DECODE;
            end
            else n_state = IDLE;
        end
        DECODE: begin
            if (invalid_pack) begin
                if (pack_gen_ready) n_state = IDLE;
                else n_state = WAIT_READY;
            end 
            else begin
                if (nocr1) n_state = NOCR1;
                else if (nocr2) n_state = NOCR2;
                else if (nocr3) n_state = NOCR3;
                else if (nocr4) n_state = NOCR4;
            end
        end
        NOCR1 : begin
            if (valid_resp)begin
                if (pack_gen_ready) n_state = IDLE;
                else n_state = WAIT_READY;
            end
            else n_state = NOCR1;
        end
        NOCR2 : begin
            if (valid_resp)begin
                if (pack_gen_ready) n_state = IDLE;
                else n_state = WAIT_READY;
            end
            else n_state = NOCR2;
        end
        NOCR3 : begin
            if (valid_resp)begin
                if (pack_gen_ready) n_state = IDLE;
                else n_state = WAIT_READY;
            end
            else n_state = NOCR3;
        end
        NOCR4 : begin
            if (valid_resp)begin
                if (pack_gen_ready) n_state = IDLE;
                else n_state = WAIT_READY;
            end
            else n_state = NOCR4;
        end
        WAIT_READY: begin
            if (pack_gen_ready) n_state = IDLE;
        end
        default: n_state = IDLE;
    endcase
end
always_comb begin 
    nocr1_en    = 1'b0;
    nocr2_en    = 1'b0;
    nocr3_en    = 1'b0;
    nocr4_en    = 1'b0;
    nocr_ready  = 1'b0;
    nocr_valid  = 1'b0;
    case (c_state)
        IDLE: begin
            nocr_ready = 1'b1;
        end
        DECODE: begin
            if (invalid_pack) begin
                nocr_valid = 1'b1;
            end 
            else begin
                if (nocr1) nocr1_en = 1'b1;
                else if (nocr2) nocr2_en = 1'b1;
                else if (nocr3) nocr3_en = 1'b1;
                else if (nocr4) nocr4_en = 1'b1;
            end
        end
        NOCR1 : begin
            if (valid_resp)begin
                nocr_valid = 1'b1;
            end
        end
        NOCR2 : begin
            if (valid_resp)begin
                nocr_valid = 1'b1;
            end
        end
        NOCR3 : begin
            if (valid_resp)begin
                nocr_valid = 1'b1;
            end
        end
        NOCR4 : begin
            if (valid_resp)begin
                nocr_valid = 1'b1;
            end
        end
        WAIT_READY: begin
            nocr_valid = 1'b1;
        end
        default: ;
    endcase
end
endmodule
module nocr_datapath (
    input   logic   clk,reset,
    input   logic   [12:0]packet,
    input   logic   nocr1_en,
    input   logic   nocr2_en,
    input   logic   nocr3_en,
    input   logic   nocr4_en,
    output  logic   invalid_pack,
    output  logic   nocr1,
    output  logic   nocr2,
    output  logic   nocr3,
    output  logic   nocr4,
    output  logic   valid_resp,
    output  logic   [7:0]data_buffer,control_buffer,response_buffer,reserve_buffer
);
logic [1:0]pack_type;
decode DECODER(
    .packet(packet),
    .pack_type(pack_type),
    .invalid_pack(invalid_pack),
    .nocr1(nocr1),
    .nocr2(nocr2),
    .nocr3(nocr3),
    .nocr4(nocr4)
);
always_ff @( posedge clk or negedge reset ) begin 
    if (!reset)begin
        valid_resp <= 1'b0;
        data_buffer <= 'h0;
        reserve_buffer <= 'h0;
        response_buffer  <= 'h0;
        control_buffer  <= 'h0;
    end
    else begin
        if (nocr1_en)begin
            if (pack_type == 2'b00)begin
                data_buffer <=  packet[11:4];
                valid_resp  <= 1'b1;
            end
            else if (pack_type == 2'b01)begin
                control_buffer <=  packet[11:4];
                valid_resp  <= 1'b1;
            end
            else if (pack_type == 2'b11)begin
                reserve_buffer <=  packet[11:4];
                valid_resp  <= 1'b1;
            end
            else if (pack_type == 2'b10)begin
                response_buffer <=  packet[11:4];
                valid_resp  <= 1'b1;
            end
        end
        else  if (nocr2_en)begin
            if (pack_type == 2'b00)begin
                data_buffer <=  packet[11:4];
                valid_resp  <= 1'b1;
            end
            else if (pack_type == 2'b01)begin
                control_buffer <=  packet[11:4];
                valid_resp  <= 1'b1;
            end
            else if (pack_type == 2'b11)begin
                reserve_buffer <=  packet[11:4];
                valid_resp  <= 1'b1;
            end
            else if (pack_type == 2'b10)begin
                response_buffer <=  packet[11:4];
                valid_resp  <= 1'b1;
            end
        end
        else  if (nocr3_en)begin
            if (pack_type == 2'b00)begin
                data_buffer <=  packet[11:4];
                valid_resp  <= 1'b1;
            end
            else if (pack_type == 2'b01)begin
                control_buffer <=  packet[11:4];
                valid_resp  <= 1'b1;
            end
            else if (pack_type == 2'b11)begin
                reserve_buffer <=  packet[11:4];
                valid_resp  <= 1'b1;
            end
            else if (pack_type == 2'b10)begin
                response_buffer <=  packet[11:4];
                valid_resp  <= 1'b1;
            end
        end
        else  if (nocr4_en)begin
            if (pack_type == 2'b00)begin
                data_buffer <=  packet[11:4];
                valid_resp  <= 1'b1;
            end
            else if (pack_type == 2'b01)begin
                control_buffer <=  packet[11:4];
                valid_resp  <= 1'b1;
            end
            else if (pack_type == 2'b11)begin
                reserve_buffer <=  packet[11:4];
                valid_resp  <= 1'b1;
            end
            else if (pack_type == 2'b10)begin
                response_buffer <=  packet[11:4];
                valid_resp  <= 1'b1;
            end
        end
    end
end
endmodule
module decode (
    input   logic [12:0]packet,
    output  logic   [1:0]pack_type,
    output  logic   invalid_pack,
    output  logic   nocr1,
    output  logic   nocr2,
    output  logic   nocr3,
    output  logic   nocr4
);
always_comb begin 
    invalid_pack    = 1'b0;
    nocr1           = 1'b0;           
    nocr2           = 1'b0;
    nocr3           = 1'b0;
    nocr4           = 1'b0;
    if ( packet[12] == 0)begin
        invalid_pack = 1'b1;
    end
    else begin
        if (packet[1:0] == 00 )begin
            nocr1 = 1'b1;
        end
        else if (packet[1:0] == 01 )begin
            nocr2 = 1'b1;
        end
        else if (packet[1:0] == 11 )begin
            nocr3 = 1'b1;
        end
        else if (packet[1:0] == 10 )begin
            nocr4 = 1'b1;
        end
    end
    pack_type = packet[3:2];  
end
endmodule
$ cat flow/config.mk
export PLATFORM = sky130hd
export DESIGN_NAME = noc
export DESIGN_NICKNAME = noc
export VERILOG_FILES = /design/flow/design.v
export SDC_FILE = /design/flow/constraint.sdc
export NUM_CORES = 4
export LEC_CHECK = 1
export CORE_AREA = 10 10 105 105
export DIE_AREA = 0 0 115 115
$ cat flow/run.sh
#!/bin/bash
# OpenROAD 26Q1-2900-gdf79404cd8, Yosys 0.63+post, stock flow scripts
make -C /OpenROAD-flow-scripts/flow DESIGN_CONFIG=/design/flow/config.mk WORK_HOME=/design/flow/orfs finish
$ cat flow/constraint.sdc
current_design noc

set clk_period 2.7
set clk_io_pct 0.2

create_clock -name clk0 -period $clk_period [get_ports {clk}]

set non_clock_inputs [all_inputs -no_clocks]
set_input_delay [expr $clk_period * $clk_io_pct] -clock clk0 $non_clock_inputs
set_output_delay [expr $clk_period * $clk_io_pct] -clock clk0 [all_outputs]
==> results.txt <==
hold_buf cts -> 0
clock skew -> 7.259 ps
Setup crit start kind -> input port
Std-Cell Rows -> 34
leak pwr -> 1.007 nW
share of cells above drive strength 1 -> 33.33%
Commonest Layout Cell -> clkdlybuf4s50_1
Total Neg Setup Slack -> 0 ps
crit path kind -> input port to output pin
DR top layer -> met4
CTS max path bufs -> 2
diodes inserted -> 0
clock slew seen by the registers of the worst setup and hold paths -> 80 ps
ANT nets after route -> 0
crit end category -> output pin
FMAX -> 403.1 MHz
worst endpoint required time -> 2160 ps
first-pass GRT wire length -> 6.168 mm
Synth flops -> 40
Die Height -> 115 um
Root Buffer -> clkbuf_8
WL met3 -> 475 um
Synth Seq Share -> 64.81%
area leader, netlist -> dfrtp_1
Die ar. -> 13230 um^2
Non-Filler Instances -> 264
Core Box Area -> 8763 um^2
Syn Std Cell Area -> 1546 um^2
run status -> finished clean
Gate Area -> 529.3 um^2
total CTS buffers -> 5
I/O pin cnt -> 51
CTS tree -> built
Rel. slew slack -> 48.46%
endpoints failing hold -> 0
tool warnings -> 25
Max Cap Viol -> 0
final setup vio count -> 0
via/cell ratio -> 3.727
fp util -> 17.65%
Peak VDD IR -> 0.0003298 V
# resized after CTS -> 0
Min-Delay Path Class -> input port to asynchronous set/reset pin
clock sink total -> 40
pwr/cell area -> 799.3 nW/um^2
vias in the first global route -> 1033
Critical Path Fanout Max -> 4
Routed WL -> 3.962 mm
RSZ-0062 raised after global routing -> no
DR iter-0 viols -> 15
Syn-to-layout area delta -> 49.60%
Top Layout Cells -> 49 x clkdlybuf4s50_1, 39 x dfrtp_1, 32 x mux2_2
fill cell count -> 901
synth warn -> 3
post-DP HPWL -> 2.874 mm
Routed wire per std cell -> 15.01 um
routed wl met2 -> 1.674 mm
synthesized area per cell -> 16.45 um^2
I/O Buffers -> 50
cells in synth_stat.txt -> 94
grt total ovfl -> 0
Worst Tran Pin Value -> 773.0 ps
Skew-Pair Late Insertion Delay -> 290 ps
Sequential Area -> 1002 um^2
Slew Viols, Final -> 0
routability cong. -> 0.7329
Main area contributors -> dfrtp_1 63%, mux2_2 23%, dfstp_2 1.7%
drc violations -> 0
M1 wire length -> 1.802 mm
Chip Width -> 115 um
vias post-DR -> 984
htree depth -> 2
crit share post-route -> 91.88%
Total GRT Usage -> 5.996%
Syn Inst Count -> 94
share of the synthesized area in the top cell type -> 63.11%
CP arrival -> 1940 ps
pin count of the biggest net entering global routing -> 35
antenna violations before repair -> 0
DRT Pass-1 Iters -> 4
synth unique cells -> 21
shortest period the worst path allows -> 2481 ps
setup bufs post-CTS -> 0
Cells after DPL -> 256
YS chip area -> 1546 um^2
-- layout make-up --
| type | instances | share of cell area (%) |
|---|---|---|
| flip-flops and latches | 40 | 43.32 |
| repair buffers | 54 | 23.26 |
| multi-input cells | 50 | 22.88 |
| well taps | 108 | 5.841 |
| clock buffers | 7 | 3.732 |
| inverters | 4 | 0.6490 |
| clock inverters | 1 | 0.3245 |
-- sequential cells by signal (all words and copies together), names as in the netlist --
signal	count
DP.valid_resp	1
DP.control_buffer	8
DP.data_buffer	8
CT.c_state	7
DP.reserve_buffer	8
DP.response_buffer	8
-- power by group --
part | total, mW | internal, mW | switching (mW)
registers | 0.880 | 0.784 | 0.0958
clock network | 0.421 | 0.208 | 0.213
logic | 0.548 | 0.440 | 0.108
total | 1.85 | 1.43 | 0.418
-- critical path, stage by stage --
cell and delay (ps):
clkdlybuf4s50_1 490, or2b_2 340, nand3_1 100, clkdlybuf4s50_1 470
-- Yosys cell counts --
library cell	instances
inv_1	4
nor2b_1	2
nand2_1	1
nand3_1	1
and3b_2	1
nor3b_4	1
a32o_1	1
nand3_2	1
nor3_4	1
dfrtp_1	39
nand3b_2	1
or2b_2	1
o21ai_0	1
o22ai_1	1
a31oi_1	1
a22o_1	1
or2b_1	1
o41ai_1	1
mux2_2	32
nand3b_4	1
dfstp_2	1
-- stage by stage --
step           area (um^2)  power (mW)  hold slack [ps]  setup slack, ps  util (%)
2_1_floorplan         1546       1.005            244.4             1160         -
3_3_place_gp          2220       1.458            487.1            235.7     25.33
3_5_place_dp          2220       1.460            492.2            221.6     25.33
4_1_cts               2313       1.897            362.9            213.3     26.40
5_1_grt               2313       1.990            385.3            172.3     26.40
6_report              2313       1.849            326.3            219.3     26.40
-- final timing paths --
kind | start | slack [ps] | depth (start not counted) | endpoint
max | packet[12] | 220 | 4 | nocr_valid
min | reset | 330 | 1 | DP.data_buffer[3]
max reg2reg | CT.c_state[4] | 1220 | 4 | DP.response_buffer[2]
min reg2reg | DP.control_buffer[2] | 510 | 1 | DP.control_buffer[2]
max in group asynchronous | reset | 1800 | 2 | DP.response_buffer[2]
min in group clk0 | DP.control_buffer[2] | 510 | 1 | DP.control_buffer[2]
-- cells by family after synthesis --
| logic type | count (synthesis) | share of synthesized area [%] |
|---|---|---|
| flip-flops | 40 | 64.81 |
| multiplexers | 32 | 23.30 |
| AND-OR/OR-AND | 6 | 2.913 |
| AND/OR/NAND/NOR | 12 | 8.010 |
| buffers and inverters | 4 | 0.9706 |
-- routing by layer --
metal,up-vias,global-route usage [%]
met4,0,0.5776
li1,458,-
met1,489,8.051
met2,35,8.559
met3,2,3.481
met5,-,0
No activity file was given, so power comes from the tool's default toggle rates.
